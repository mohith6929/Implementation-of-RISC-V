## ./design.v

```verilog
module fsm(clk, reset, op, branch, pc_update, reg_write, mem_write, ir_write, result_src, alu_srca, alu_srcb, adr_src, alu_op);
input clk,reset;
input [6:0]op;
output reg pc_update, reg_write, mem_write, ir_write, adr_src, branch;
output reg [1:0]result_src,alu_srca,alu_srcb,alu_op;
parameter fetch = 4'd0;
parameter decode = 4'd1;
parameter mem_adr = 4'd2;
parameter mem_read = 4'd3;
parameter mem_wb = 4'd4;
parameter mem_write_s = 4'd5;
parameter execute_R = 4'd6;
parameter alu_wb = 4'd7;
parameter execute_I = 4'd8;
parameter jal = 4'd9;
parameter beq = 4'd10;
parameter execute_jalr = 4'd11;
parameter jalr_wb = 4'd12;
reg [3:0]state,nxt_state;
always @(posedge clk or posedge reset) begin
    if (reset)
        state <= fetch;
    else
        state <= nxt_state;
end
always @(*) begin
    pc_update  = 0;
    reg_write  = 0;
    mem_write  = 0;
    ir_write   = 0;
    adr_src    = 0;
    branch     = 0;
    alu_srca   = 2'b00;
    alu_srcb   = 2'b00;
    alu_op     = 2'b00;
    result_src = 2'b00;
    nxt_state  = state;
    case (state)
        fetch: begin
            ir_write  = 1;
            pc_update = 1;
            adr_src   = 0;
            alu_srca  = 2'b00;
            alu_srcb  = 2'b10; 
            alu_op    = 2'b00; 
            result_src = 2'b10;
            nxt_state = decode;
        end
        decode: begin
            alu_srca = 2'b01;    
            alu_srcb = 2'b01;   
            alu_op   = 2'b00;   
            case (op)
                7'b0000011,       
                7'b0100011:       
                    nxt_state = mem_adr;
                7'b0110011:       
                    nxt_state = execute_R;
                7'b0010011:       
                   nxt_state = execute_I;
               7'b1101111:       
                    nxt_state = jal;
               7'b1100011:       
                    nxt_state = beq;
                7'b1100111: nxt_state = execute_jalr;  
                default:
                    nxt_state = fetch;
            endcase
        end
        mem_adr: begin      
            alu_srca = 2'b10;    
            alu_srcb = 2'b01;    
            alu_op   = 2'b00;    
           if (op == 7'b0000011)
                nxt_state = mem_read;
           else
                nxt_state = mem_write_s;
        end
        mem_read: begin
            adr_src  = 1;
            nxt_state = mem_wb;
        end
        mem_wb: begin
            reg_write  = 1;
            result_src = 2'b01;  
            nxt_state  = fetch;
        end
        mem_write_s: begin
            adr_src   = 1;
            mem_write = 1;
            nxt_state = fetch;
        end
        execute_R: begin
            alu_srca = 2'b10;    
            alu_srcb = 2'b00;    
            alu_op   = 2'b10;    
            nxt_state = alu_wb;
        end
        alu_wb: begin
            reg_write  = 1;
            result_src = 2'b00;  
            nxt_state  = fetch;
        end
        execute_I: begin
            alu_srca = 2'b10;   
            alu_srcb = 2'b01;    
            alu_op   = 2'b10;    
            nxt_state = alu_wb;
        end
        jal: begin
            pc_update  = 1;
            reg_write  = 1;
            alu_srca = 2'b01;    
            alu_srcb = 2'b10;   
            alu_op   = 2'b00;    
            result_src = 2'b00;  
            nxt_state  = alu_wb;
        end
        beq: begin
            alu_srca = 2'b10;    
            alu_srcb = 2'b00;    
            alu_op   = 2'b01;    
            branch = 1'b1;
            nxt_state = fetch;
        end
        execute_jalr: begin
            alu_srca = 2'b10; 
            alu_srcb = 2'b01; 
            alu_op   = 2'b00; 
            nxt_state = jalr_wb;
        end
        jalr_wb: begin
            pc_update = 1;
            result_src = 2'b00; 
            alu_srca = 2'b01; 
            alu_srcb = 2'b10; 
            alu_op   = 2'b00; 
            nxt_state = alu_wb;  
        end
        default: begin
            nxt_state = fetch;
        end
    endcase
end
endmodule
```

## ./run.sh

```bash
#!/bin/bash
# OpenROAD 26Q1-2900-gdf79404cd8, Yosys 0.63+post, stock flow scripts
make -C /OpenROAD-flow-scripts/flow DESIGN_CONFIG=/design/flow/config.mk WORK_HOME=/design/flow/orfs finish
```

## ./config.mk

```make
export PLATFORM = sky130hd
export DESIGN_NAME = fsm
export DESIGN_NICKNAME = fsm
export VERILOG_FILES = /design/flow/design.v
export SDC_FILE = /design/flow/constraint.sdc
export NUM_CORES = 4
export LEC_CHECK = 1
export CORE_AREA = 10 10 75 75
export DIE_AREA = 0 0 85 85
```

## ./constraint.sdc

```tcl
current_design fsm

set clk_period 1.4
set clk_io_pct 0.2

create_clock -name clk0 -period $clk_period [get_ports {clk}]

set non_clock_inputs [all_inputs -no_clocks]
set_input_delay [expr $clk_period * $clk_io_pct] -clock clk0 $non_clock_inputs
set_output_delay [expr $clk_period * $clk_io_pct] -clock clk0 [all_outputs]
```

==> results_slide.txt <==
Synthesis and Place & Route Summary

Power
  – Power density over the cells: 741 nW/um2
  – Internal Power: 609 uW
  – Net Sw Power: 144 uW
  – Share of total power in sequential cells: 50.0%
  – Worst IR drop on VDD: 237 uV
  – Proportion of total power due to net switching: 19.1%
  – Lkg Pwr: 0.568 nW
  – Clock share of power: 42.5%
  – Proportion of power drawn by combinational gates: 7.5%

Timing
  – Unrepaired setup endpoints after global routing: true
  – Count of final setup violators: 7
  – Number of pins with negative max-slew slack in the final report: 0
  – Crit path setup slack, layout: -0.287 ns
  – Worst slew pin tran: 0.461 ns
  – Fin Clk Skew: 0.00207 ns
  – Cycle use final: 121%
  – Worst slack on hold paths: 0.354 ns
  – Max frequency: 0.593 GHz
  – Endpoints failing hold: 0
  – Shortest period the worst path allows: 1.69 ns
  – Max-slew headroom: 69.2%
  – Final-layout setup total negative slack: -0.929 ns

Run
  – Tool warnings: 27
  – Max-cap violations: 0

Detailed routing
  – Average routed wire per standard cell: 10.7 um
  – Detail Route Antenna Nets: 0
  – Overall routed net length: 1490 um
  – Initial DRC count: 13
  – Vias per inst: 3.58
  – Drc violations: 0
  – Number of search-and-repair iterations in the first detailed-routing pass: 4
  – Antenna Cells: 0
  – Via Count: 497

Floorplan
  – FP Util: 13.1%
  – Number of top-level pins: 23
  – Core Footprint: 4060 um2
  – Die X: 85 um
  – Row count: 23
  – Total die size: 7230 um2
  – Vert. Die Dim: 85 um

Run status
  – Violated checks: negative setup slack
  – Outcome: finished, violations left

Layout
  – P&R area growth vs syn: 90.6%
  – Largest reg by FF count: state
  – Regs by FF count: state: 13 flops
  – Share of final-layout standard cells stronger than drive strength 1: 43.8%
  – Fill count: 412
  – Number of flip-flops in the largest register: 13

Clock tree
  – Clock input transition at the sequential cells of the worst setup and hold paths: 0.05 ns
  – Master cell of the clock root buffer: clkbuf_8
  – Clk latency late pin: 0.24 ns
  – H-tree level count: 1
  – TritonCTS buffer count: 3
  – Clock tree from TritonCTS: yes
  – Clock Tree Buf Depth: 2
  – Clock sink total: 13

Placed design
  – Gpl congestion: 0.762
  – Detailed Place HPWL: 1150 um
  – Dpl ws: -0.352 ns
  – Number of port buffers: 22

Synthesis
  – Mean area per synthesized cell: 12.1 um2
  – Yosys warns: 1
  – Synthesized chip area reported by yosys: 533 um2
  – Post-synth regs: 13
  – Post-Synthesis Cell Area: 533 um2
  – Sequential element share of the synthesized area: 61.3%
  – Synth Instances: 44
  – Post-synthesis cell count from yosys: 44
  – Cell variety after synth: 21

Global routing
  – Met1 track demand over resource in global routing: 5.85%
  – Number of antenna violations at the first check in global routing: 0
  – Maximum number of pins on one net before global-route repair: 14
  – Global route hottest layer: met1
  – Gr ovfl total: 0
  – Met3 GRT Util: 3.56%
  – Number of global-route vias before repair: 556
  – Wire length of the first global-routing pass: 2550 um
  – Global-route track usage on met2: 4.63%
  – Overall track demand over capacity in global routing: 4.20%

Setup path
  – Category of the worst setup path capture point: primary output
  – Data required time at the worst endpoint: 1.12 ns
  – Register-to-Register Setup Slack: 0 ns
  – WP data arrival: 1.41 ns
  – Highest fanout seen on the critical path: 2
  – Setup crit start kind: register
  – Worst setup path class: reg -> out

Hold path
  – Class of the tightest hold or removal check: in -> async
## routing by layer
metal | up-vias | part of all wire (%)
met4 | 0 | 1.5
met2 | 24 | 32
li1 | 253 | -
met5 | - | 0
met3 | 4 | 17
met1 | 216 | 50
## final cells by class
class | count | area (um2) | area share, %
clock buffer | 4 | 45.0 | 4.43
inverter | 2 | 7.51 | 0.739
multi-input combinational | 26 | 200 | 19.7
sequential | 13 | 327 | 32.1
tap | 50 | 62.6 | 6.16
timing repair buffer | 44 | 374 | 36.8
## critical path: stages (launching register included)
cell	delay (ns)
dfrtp_1	0.38
or2_4	0.25
or4_4	0.41
buf_2	0.13
## synth_stat cells (all sizes together)
master   n  area [um2]
nand4    1        6.26
dfstp    1        26.3
or4      4        33.8
and4b    2        20.0
o31a     1        8.76
nor4     1        6.26
nand2    1        3.75
and4     1        8.76
a31o     1        8.76
inv      2        7.51
o211ai   1        7.51
dfrtp   12         300
or2      2        12.5
nor3b    1        7.51
nand3    1        5.00
clkbuf   3        11.3
nor2     2        7.51
nor4b    1        15.0
or3      5        31.3
nor3     1        5.00
## power by group through the flow
stage | Clock (mW) | Sequential (mW) | Combinational, mW
finish | 0.320 | 0.377 | 0.0562
global route | 0.353 | 0.376 | 0.0636
CTS | 0.333 | 0.376 | 0.0569
## layout by cell type (no fill, tap or decap), types with 2 or more instances in the layout
| cell type | count |
|---|---|
| and4b_1 | 2 |
| buf_2 | 5 |
| buf_4 | 15 |
| buf_6 | 8 |
| clkbuf_8 | 3 |
| clkdlybuf4s50_1 | 4 |
| dfrtp_1 | 12 |
| dlygate4sd2_1 | 9 |
| inv_1 | 2 |
| nor2_1 | 2 |
| or2_4 | 2 |
| or3_1 | 5 |
| or4_4 | 3 |
## worst paths after layout
| check | startpoint | endpoint | cells after the start |
|---|---|---|---|
| max | state[1] | alu_srca[1] | 3 |
| min | reset | state[2] | 2 |
| max reg2reg | state[1] | state[12] | 5 |
| min reg2reg | state[10] | state[2] | 0 |
| max in group asynchronous | reset | state[0] | 2 |
| min in group clk0 | state[10] | state[2] | 0 |
## per-stage QoR
step / instances / instance area (um2) / power [mW] / utilization, %
after CTS: 136 / 972 / 0.766 / 24.0
final: 139 / 1020 / 0.753 / 25.0
after floorplan: 44 / 533 / 0.394 / -
after global placement: 124 / 887 / 0.438 / 21.9
after global routing: 139 / 1020 / 0.792 / 25.0
after detailed placement: 124 / 887 / 0.439 / 21.9
## what timing repair did
action                                  4_1_cts  5_1_grt
pin swaps                                     5        5
endpoints found under the hold margin         0        0
buffers inserted                              8        4
cloned                                        0        0
endpoints found under the setup margin       14        9
resized                                      36        9
hold buffers                                  0        0
## cells by family after synthesis
kind of cell / synth area share (%)
and+or+nand+nor: 30.5
DFF: 61.3
buffers and inverters: 3.52
AOI/OAI and AO/OA: 4.70
Power and IR drop assume default switching activity.
